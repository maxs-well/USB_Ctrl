`design/flow/config.mk`:
```
export PLATFORM = sky130hd
export DESIGN_NAME = usb_ctrl
export DESIGN_NICKNAME = usb_ctrl
export VERILOG_FILES = /design/flow/design.v
export SDC_FILE = /design/flow/constraint.sdc
export NUM_CORES = 4
export LEC_CHECK = 1
export CORE_UTILIZATION = 30
```
`design/flow/constraint.sdc`:
```
current_design usb_ctrl

set clk_period 7.9
set clk_io_pct 0.2

create_clock -name clk0 -period $clk_period [get_ports {clk}]

set non_clock_inputs [all_inputs -no_clocks]
set_input_delay [expr $clk_period * $clk_io_pct] -clock clk0 $non_clock_inputs
set_output_delay [expr $clk_period * $clk_io_pct] -clock clk0 [all_outputs]
```
`design/flow/design.v`:
```
module usb_ctrl 
#(
	parameter LOOP_WORK 	= 1	,		 
	parameter AUTO_WORK 	= 1	,		 
	parameter AUTO_RNUM	= 8	,		
	parameter AUTO_WNUM	= 8	,
	parameter TS_NUM	= 4				 
)
(
	input						clk			,
	input						rst_n			,
	input						usb_n_ept_to,	 
	input						usb_n_ept_fr,	 
	input						usb_n_ful_sx,	 
	inout	[15:0]			usb_data		,
	input	[10:0]			rd_wr_num	,	 	
	input	[ 1:0]			rd_wr_en		,   
	output					usb_is_busy	,  
	output	reg	[15:0]read_data	,
	input	[15:0]			write_data	,
	output	reg			output_valid,
	output	reg			write_ready	,
	output	reg			usb_slcs		,	 
	output	reg			usb_sloe		,	 
	output	reg			usb_slrd		,	 
	output	reg			usb_slwr		,	 
	output	reg	[ 1:0]usb_addr		
);
localparam	IDLE = 4'd0		,
				RD_PRE=4'd1		,
				RD = 4'd2		,
				RD_BURST = 4'd3,
				RD_OVER = 4'd5	,
				WR = 4'd7		,
				WR_BURST = 4'd9,
				WR_OVER = 4'd11
				;
wire	[15:0]	rec_data	;
reg	[ 3:0]	state		;
reg	[ 3:0]	state_nxt;
reg				wr_req	;
reg	[ 7:0]	ts_cnt	;
reg	[15:0]	tra_data	;
reg	[10:0]	cnt_data	;
assign	usb_data = wr_req ? ((LOOP_WORK == 1) ? rec_data : tra_data) : 16'hzzzz;
assign	rec_data =	read_data;
assign	usb_is_busy = (state == IDLE) ? 1'b0 : ((rd_wr_en == 2'b10 && !usb_n_ept_to) ? 1'b0 : ((rd_wr_en == 2'b01 && !usb_n_ful_sx) ? 1'b0: 1'b1)); 
always @ (posedge clk or negedge rst_n)
begin
	if (!rst_n)
	begin
		state	<=	IDLE;
	end
	else
	begin
		state	<=	state_nxt;
	end
end
always @ (*)
begin
	state_nxt = state;
	case (state)
	IDLE:
	begin
		if (AUTO_WORK == 0)
			case (rd_wr_en)
			2'b10: state_nxt = usb_n_ept_to ? RD_PRE : IDLE;
			2'b01: state_nxt = usb_n_ful_sx ? WR : IDLE;
			default: state_nxt = IDLE;
			endcase
		else
			state_nxt	=	usb_n_ept_to ? RD : (usb_n_ful_sx ? WR : IDLE);
	end
	RD_PRE:
	begin
		state_nxt	=	RD;
	end
	RD:
	begin
		if (!usb_n_ept_to) 
			state_nxt	=	RD_BURST;
		else if (AUTO_WORK == 0)
			if (rd_wr_en == 2'b10 && cnt_data >= rd_wr_num)
				state_nxt	=	RD_OVER;
			else if (cnt_data >= rd_wr_num)
				state_nxt 	=	RD_BURST;
			else
				state_nxt	=	RD;
		else
			if (cnt_data >= AUTO_RNUM)
				state_nxt	=	RD_BURST;
			else
				state_nxt	=	RD;
	end
	RD_BURST:
	begin
		if (AUTO_WORK == 0)
			state_nxt	=	IDLE;
		else
			state_nxt	=	usb_n_ful_sx ? WR : IDLE;
	end
	RD_OVER:
	begin
		if (!usb_n_ept_to) 
			state_nxt	=	RD_BURST;
		else if (rd_wr_en == 2'b10 && cnt_data >= rd_wr_num)
			state_nxt	=	RD_OVER;
		else if (cnt_data >= rd_wr_num)
			state_nxt 	=	RD_BURST;
	end
	WR:
	begin
		if (!usb_n_ful_sx) 
			state_nxt	=	WR_BURST;
		else if (AUTO_WORK == 0)
			if (rd_wr_en == 2'b01 && cnt_data >= rd_wr_num - 11'd1)
				state_nxt	=	WR_OVER;
			else if (cnt_data >= rd_wr_num - 11'd1)
				state_nxt 	=	WR_BURST;
			else
				state_nxt	=	WR;
		else
			if (cnt_data >= AUTO_RNUM - 1)
				state_nxt	=	WR_BURST;
			else
				state_nxt	=	WR;
	end
	WR_BURST:	state_nxt	=	IDLE	;
	WR_OVER:
	begin
		if (!usb_n_ful_sx) 
			state_nxt	=	WR_BURST;
		else if (rd_wr_en == 2'b01 && cnt_data >= rd_wr_num - 11'd1)
			state_nxt	=	WR_OVER;
		else if (cnt_data >= rd_wr_num - 11'd1)
			state_nxt 	=	WR_BURST;
	end
	default:state_nxt	=	state;
	endcase
end
always @ (posedge clk or negedge rst_n)
begin
	if (!rst_n) 
	begin
		wr_req	<=	'd0;
		cnt_data	<=	'd0;
		ts_cnt	<=	'd0;
	end
	else
	case (state)
	IDLE:
	begin
		cnt_data	<=	'd0;
		wr_req	<=	'd0;
		if (state_nxt == RD)
		begin
			ts_cnt<=	'd0;
			wr_req<=  'd0;
		end
		else if (state_nxt == WR)
		begin
			wr_req<= 1'b1;
		end
	end
	RD_PRE: ;
	RD, WR:
	begin
		if (state_nxt == RD_OVER || state_nxt == WR_OVER)
		begin
			cnt_data	<=	'd0;
			ts_cnt	<=	'd0;
		end
		else if (ts_cnt >= TS_NUM - 1)
		begin
			cnt_data	<= cnt_data + 11'd1;
			ts_cnt 	<=	'd0;
		end
		else 
		begin
			ts_cnt	<=	ts_cnt + 8'd1;
		end
	end
	RD_BURST, WR_BURST:
	begin
		cnt_data	<=	'd0	;
		ts_cnt	<=	'd0;
	end
	RD_OVER, WR_OVER:
	begin
		if ((state_nxt == RD_OVER || state_nxt == WR_OVER) && cnt_data > rd_wr_num - 1)
			cnt_data <=	'd0;
		else if (ts_cnt >= TS_NUM - 1)
		begin
			cnt_data	<= cnt_data + 11'd1;
			ts_cnt 	<=	'd0;
		end
		else 
		begin
			ts_cnt	<=	ts_cnt + 8'd1;
		end
	end
	default:;
	endcase
end
always @ (posedge clk or negedge rst_n)
begin
	if (!rst_n) 
	begin
		tra_data<=	'd0;
		usb_slcs<=	'd0;
		usb_sloe<=	1'b1;
		usb_slrd<=	1'b1;
		usb_slwr<=	1'b1;
		usb_addr<=	'd0;
		read_data<=	'd0;
		output_valid<='d0;
		write_ready<='d0;
	end
	else
	case (state)
	IDLE:
	begin
		usb_slcs<=	'd0;
		output_valid<='d0;
		write_ready<='d0;
		usb_sloe<=	1'b1;
		usb_slrd<=	1'b1;
		usb_slwr<=	1'b1;
		if (state_nxt == RD)
		begin
			usb_addr	<= 2'b0;
			usb_sloe	<= 1'b1;
			usb_slrd	<= 1'b1;
		end
		else if (state_nxt == WR)
		begin
			usb_addr	<= 2'b10;
			usb_slwr	<= 1'b1;
		end
	end
	RD_PRE:
	begin
		usb_sloe	<=	1'b0;
		usb_slrd	<=	1'b0;
	end
	RD, RD_OVER:
	begin
		if (ts_cnt >= TS_NUM - 1)
		begin
			usb_sloe	<=	1'b0;
			usb_slrd	<=	1'b0;
			read_data 	<=	usb_data;	
			output_valid<=	1'b1;
		end
		else 
		begin
			usb_sloe	<=	1'b1;
			usb_slrd	<=	1'b1;
			output_valid<=	1'b0;
		end
	end
	RD_BURST, WR_BURST:
	begin
		output_valid<=	1'b0;
		read_data<=	usb_data;	
		usb_sloe	<=	1'b1;
		usb_slrd	<=	1'b1;
		if (state_nxt == WR)
		   usb_addr <= 2'b10;
		tra_data	<=	write_data;	
		write_ready	<=	1'b0;
		usb_slwr	<=	1'b1;
	end
	WR, WR_OVER:
	begin
		if (ts_cnt >= TS_NUM - 1 )
		begin
			usb_slwr	<=	1'b0;
			write_ready	<=	1'b1;
			tra_data	<= 	read_data;
			read_data<=		read_data + 16'd1;
		end
		else
		begin
			usb_slwr		<=	1'b1;
		end		
	end
	default:usb_slcs <= 1'b1;
	endcase
end
endmodule 
```
`design/flow/run.sh`:
```
#!/bin/bash
# OpenROAD 26Q1-2900-gdf79404cd8, Yosys 0.63+post, stock flow scripts
make -C /OpenROAD-flow-scripts/flow DESIGN_CONFIG=/design/flow/config.mk WORK_HOME=/design/flow/orfs finish
```
==> results.cfg <==
; flow metrics
[synthesis]
ys_area_um2 = 3300
synth_warnings = 2
synth-edff-count = 0
ys_cells = 344
ys_sh_xor = 0.0901
simple_gate_share = 0.214
netlist_logic_family_top = simple AND/OR/NAND/NOR gates
synthAoiAreaFrac = 0.128
adder_share = 0.102
ys_ff = 49
ff_type = dfrtp_1
netlist_area_um2 = 3300
synthCells = 344
mux_area_frac = 0.0133
synth-async-reset-ratio = 1.00
synthDistinctLibCells = 59
syn_area_per_cell_um2 = 9.61
yosysSeqAreaShare = 0.372

[clock_network]
numCtsBuffers = 5
cts-root-buf = clkbuf_8
postCtsHoldBufs = 0
post_cts_buffers = 0
clk_path_buf_depth = 2
cts_resized = 0
cts_htree_levels = 2
clock_sinks = 49

[floorplan]
die_h_um = 107
fp_util = 0.314
io_pins = 75
fp.dieW_um = 107
rows = 37

[placement]
hpwl_um = 4990
gp_congestion = 0.919
portBuffers = 41

[outcome]
first-error = [error] [KeplerFormal.cpp:679] Workflow failed: Iso has multiple drivers: .usb_data0, usb_data[0]$_DFFE_PN0P_.Q0
status = stopped before the end
stop_stage = 4_1_cts
Yosys cell counts, drive strengths merged, types with 2 or more instances:
library cell	n	share of area
a221oi	2	0.0053
nand2	25	0.028
xor2	11	0.029
dfstp	3	0.024
dfrtp	46	0.35
nand3	12	0.020
a31oi	5	0.0095
nor2b	2	0.0061
o21ai	10	0.015
o31ai	2	0.0061
nor3	5	0.0076
nand2b	5	0.0095
xnor2	23	0.061
nand4	10	0.019
buf	22	0.052
a21oi	17	0.026
or4	2	0.0045
or3	3	0.0076
o221ai	2	0.0053
nor4	6	0.019
mux2	3	0.010
and2	7	0.013
ha	27	0.10
a21boi	2	0.0045
a21o	4	0.0091
inv	24	0.027
nor2	32	0.044
and4	3	0.0080
and3	11	0.021
per-stage QoR:
step                      instances  setup WS (ps)  cell area (um2)  total power, mW  utilization
after floorplan                 344           3220             3300            0.401            -
after global placement          500           2440             3720            0.453        0.354
after detailed placement        500           2400             3720            0.455        0.354
logic make-up after synthesis:
logic type      count (synthesis)
flops                          49
fa+ha+maj                      27
buf+inv                        47
compound gates                 57
mux                             4
simple gates                  126
xor+xnor                       34
Power figures rest on the tool's default switching activity, not on a simulated workload.
